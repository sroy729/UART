==> flow/design.v <==
module UART_RX
  #( parameter CLKS_PER_BIT = 217 )
  (
    input i_Clock,
    input i_RX_Serial,
    output o_RX_DV,
    output o_RX_Byte,
  );
  parameter IDLE		 = 3'b000;
  parameter RX_START_BIT = 3'b001;
  parameter RX_DATA_BITS = 3'b010;
  parameter RX_STOP_BIT  = 3'b011;
  parameter CLEAR 		 = 3'b100;
  reg [2:0] r_SM_Main     = 0;
  reg [7:0] r_Clock_Count = 0;
  reg [2:0] r_Bit_Index   = 0;
  reg [7:0] r_RX_Byte     = 0;
  reg 		r_RX_DV       = 0;
  always @(posedge i_Clock)
    begin
      case(r_SM_Main)
        IDLE:
          begin
            r_RX_DV 	  <= 0;
            r_Clock_Count <= 0;
            r_Bit_Index   <= 0;
            if(i_RX_Serial == 1'b0)
              r_SM_Main <= RX_START_BIT;
            else
              r_SM_Main <= IDLE;
          end
        RX_START_BIT:
          begin
           if(r_Clock_Count == (CLKS_PER_BIT-1)/2)
            begin
              if(i_RX_Serial == 1'b0)
                begin
                  r_Clock_Count <= 0; 
                  r_SM_Main <= RX_DATA_BITS;
                end
              else
                r_SM_Main <= IDLE;
              end
            else
             begin
               r_Clock_Count <= r_Clock_Count + 1;
               r_SM_Main 	 <= RX_DATA_BITS;
             end
          end
        RX_DATA_BITS :
          begin
            if(r_Clock_Count < CLKS_PER_BIT-1)
              begin
                r_Clock_Count <= r_Clock_Count + 1;
                r_SM_Main     <= RX_DATA_BITS;
              end 
            else
              begin
                r_Clock_Count <= 0;
                r_RX_Byte[r_Bit_Index] <= i_RX_Serial;
                if(r_Bit_Index < 7)
                  begin
                    r_Bit_Index <= r_Bit_Index +1;
                    r_SM_Main   <= RX_DATA_BIT;
                  end
                else
                  begin
                    r_Bit_Index <= 0;
                    r_SM_Main   <= RX_STOP_BIT;
                  end
              end
          end
        RX_STOP_BIT:
          begin
            if(r_Clock_Count < CLKS_PER_BIT-1)
              begin
                r_Clock_Count <= r_Clock_Count + 1;
                r_SM_Main 	  <= RX_STOP_BITS;
              end
            else
              begin
                r_RX_DV 	  <= 1'b1;
                r_Clock_Count <= 0;
                r_SM_Main 	  <= CLEAR;
              end
          end
      CLEAR :
        begin
          r_SM_Main <= IDLE;
          r_RX_DV   <= 1'b0;
        end
      default :
        r_SM_Main <= IDLE;
    endcase
  end    
  assign o_RX_DV   = r_RX_DV;
  assign o_RX_Byte = r_RX_Byte;
endmodule  
==> flow/run.sh <==
#!/bin/bash
# OpenROAD 26Q1-2900-gdf79404cd8, Yosys 0.63+post, stock flow scripts
make -C /OpenROAD-flow-scripts/flow DESIGN_CONFIG=/design/flow/config.mk WORK_HOME=/design/flow/orfs finish
==> flow/config.mk <==
export PLATFORM = sky130hd
export DESIGN_NAME = UART_RX
export DESIGN_NICKNAME = UART_RX
export VERILOG_FILES = /design/flow/design.v
export SDC_FILE = /design/flow/constraint.sdc
export NUM_CORES = 4
export LEC_CHECK = 1
export CORE_AREA = 10 10 77 77
export DIE_AREA = 0 0 87 87
==> flow/constraint.sdc <==
current_design UART_RX

set clk_period 3.3
set clk_io_pct 0.2

create_clock -name clk0 -period $clk_period [get_ports {i_Clock}]

set non_clock_inputs [all_inputs -no_clocks]
set_input_delay [expr $clk_period * $clk_io_pct] -clock clk0 $non_clock_inputs
set_output_delay [expr $clk_period * $clk_io_pct] -clock clk0 [all_outputs]
==> Table 3: Implementation characteristics <==
Table: implementation figures

Parameter                              Value

Synth
  Sequential cell area fraction in the yosys report    roughly half
  Netlist area before placement    902 um2
  Number of register bits inferred by synthesis    16
  Area leader share    43.3%
  Mean post-synth cell area    11.3 um2
  Yosys cell count    80
  Count of library flops with an enable pin    13
  Chip area line of the yosys report    approximately 900 um2
  Synth Instances    80
  Share of synthesized registers carrying an async set or reset    0%
  Area contributors post-synth    sky130_fd_sc_hd__edfxtp_1 (43%), sky130_fd_sc_hd__dfxtp_1 (6.7%), sky130_fd_sc_hd__ha_1 (5.5%), sky130_fd_sc_hd__a21oi_1 (2.8%), sky130_fd_sc_hd__nand3_1 (2.8%)
  Leading area contributor after synthesis    sky130_fd_sc_hd__edfxtp_1
  Number of warning messages in the yosys log    5
  Distinct lib cells used    33
  Dominant Register Cell    sky130_fd_sc_hd__edfxtp_1

Cells and area
  Layout Cell Area excl Fill    roughly 1100 um2
  Filler cells    ~450
  Area added between synthesis and finish    16.6%
  Share of final-layout standard cells stronger than drive strength 1    13.8%
  Filler-free cell count of the finished design    139
  Most instantiated logic cell after routing    sky130_fd_sc_hd__edfxtp_1
  Comb gate area    approximately 430 um2
  Top Layout Cells    sky130_fd_sc_hd__edfxtp_1 (13), sky130_fd_sc_hd__inv_1 (6), sky130_fd_sc_hd__a21oi_1 (5), sky130_fd_sc_hd__nand3_1 (5)
  Sequential cell area    between 400 and 500 um2

Placed design
  Dpl cells    ~140
  Count of input and output buffers    3
  Worst setup slack before clock tree synthesis    around 0.94 ns
  Estimated wirelength of the detail-placed design    between 1000 and 1500 um
  Routability Congestion    ~0.83
  Placed Instance Area    around 1000 um2

Hold path
  Classification of the worst-slack hold path    reg2reg
  Number of cells on the worst hold path    2
  End point of the worst hold path    r_SM_Main[2]$_DFF_P_
  Start point of the worst min-delay path    r_SM_Main[0]$_DFF_P_

Clocking
  Clock transition time at the flip-flop clock pins of the worst setup and hold paths    roughly 0.06 ns
  Master cell of the clock root buffer    sky130_fd_sc_hd__clkbuf_8
  Number of buffers created by CTS    3
  Clock tree from TritonCTS    done
  Insertion delay to the later sink of the worst-skew pair    around 0.25 ns
  Buffer count from post-CTS setup fixing    0
  Resized Gates After CTS    0
  Clock sinks    16
  Number of buffers between clock root and the deepest sink    2
  Number of hold buffers added after cts    0
  H-tree levels    1

Floorplan
  Number of placement rows    24
  Die H    between 80 and 90 um
  Die Width    between 80 and 90 um
  Core area    between 4000 and 5000 um2
  Total I/O pin count    4
  Area of the chip    ~7600 um2
  Pre-Place Util    20.7%

Timing
  Final max-slew violation count    0
  Final critical-path setup slack    1.24 ns
  Setup clock skew after layout    around 0.0025 ns
  Hold Violations, Final    0
  Final period util    about 63%
  Actual slew at the worst max-slew pin    ~0.9 ns
  Final Setup Violations    0
  Max-slew headroom    roughly two fifths
  Unrepaired setup endpoints after global routing    no
  Final total negative setup slack    0 ns
  Fmax    ~480 MHz
  Post-route minimum period    just over 2 ns

Power
  Power per cell area    ~700 nW/um2
  Peak VDD IR    0.203 mV
  Static leakage    about 0.00037 uW

Routing
  Wire length after detailed routing    around 1500 um
  Post-DR wirelength/cell    ~11 um
  Vias per Instance    4.46
  DRC errors left    0
  Starting DRT DRC Count    ~40
  Overall via count from detail_route    roughly 620
  Number of iterations in the first detailed-routing pass    4
  Residual antenna-violating net count after detailed routing    0
  Number of diodes    0

Critical path
  Data required time at the worst endpoint    between 3 and 4 ns
  Startpoint class of the critical path    input port
  R2R cell count    5
  Endpoint arrival time on the critical path    roughly 1.9 ns
  Crit path capture type    register
  R2R Path End    r_Clock_Count[1]$_DFFE_PP_
  FF-to-FF setup slack    1.25 ns
  Launch point of the worst reg-to-reg path    r_Clock_Count[0]$_DFFE_PP_
  Crit Path Category    in2reg
  Top fanout value on the critical path    8

Run
  Count of tool warnings    27
  Max cap viols    0

Global routing
  GRT Total Usage    3.99%
  Largest net degree at the start of global routing    10
  Via count of the first global-routing pass    between 500 and 600
  Remaining global-route overflow    0
  First-pass GRT wire length    2510 um
  Initial antenna violation count    0

Outcome
  Outcome    completed
state kept, by name, summed over array words and instances, names as in the netlist:
register / cells
r_Clock_Count: 8
r_SM_Main: 3
r_RX_Byte: 1
r_RX_DV: 1
r_Bit_Index: 3
through the flow:
| stage | hold WS (ns) | utilization [%] | total power (uW) |
|---|---|---|---|
| 2_1_floorplan | 0.459 | - | 505 |
| 3_3_place_gp | 0.514 | 22.9 | 565 |
| 3_5_place_dp | 0.504 | 22.9 | 572 |
| 4_1_cts | 0.522 | 24.2 | 744 |
| 5_1_grt | 0.547 | 24.2 | 797 |
| 6_report | 0.515 | 24.2 | 737 |
final cells by class:
class	count	share of cell area, %
Clock buffer	4	5.23
Timing Repair Buffer	3	2.85
Sequential cell	16	42.8
Inverter	6	2.14
Tap cell	52	6.18
Multi-Input combinational cell	58	40.8
critical path: stages:
cell	delay [ns]
sky130_fd_sc_hd__clkdlybuf4s50_1	0.41
sky130_fd_sc_hd__inv_1	0.11
sky130_fd_sc_hd__nor3_1	0.07
sky130_fd_sc_hd__a31oi_1	0.69
cell usage after synthesis, drive strengths merged (3+ instances only):
cell type   n
o31ai       3
o21ai       8
nand2       4
nand3       5
inv         6
a21oi       5
edfxtp     13
ha          4
nor3b       3
a22oi       3
or3         4
dfxtp       3
nor2        3
cell families (layout without fill, tap and decap cells):
family,Yosys count,count (layout),share of synthesized area [%]
simple gates,28,28,20.9
compound gates,22,22,17.2
flops,16,16,49.9
buf+inv,6,13,2.50
fa+ha+maj,4,4,5.55
xor+xnor,4,4,3.88
where the power goes:
part           internal (uW)  switching (uW)
Clock                    106            67.4
Combinational            100             122
Sequential               290            52.1
layer usage:
layer | track usage, % | wire length [um] | vias to the layer above
met5 | 0 | 0 | -
met4 | 0.295 | 10 | 0
met3 | 1.51 | 120 | 2
met2 | 6.26 | 646 | 18
met1 | 5.35 | 697 | 283
li1 | - | - | 317
worst max path at each step:
stage | slack [ns] | start | end | cells past startpoint
CTS | 1.23 | i_RX_Serial | r_Clock_Count[0]$_DFFE_PP_ | 4
global route | 1.12 | r_Clock_Count[0]$_DFFE_PP_ | r_Clock_Count[6]$_DFFE_PP_ | 5
finish | 1.24 | i_RX_Serial | r_Clock_Count[1]$_DFFE_PP_ | 4
No activity file was given, so power comes from the tool's default toggle rates.
